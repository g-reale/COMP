===== config.mk =====
export PLATFORM = sky130hd
export DESIGN_NAME = alu
export DESIGN_NICKNAME = alu
export VERILOG_FILES = /design/flow/design.v
export SDC_FILE = /design/flow/constraint.sdc
export NUM_CORES = 4
export LEC_CHECK = 1
export CORE_UTILIZATION = 40

===== constraint.sdc =====
current_design alu

set clk_period 292.1
set clk_io_pct 0.2

create_clock -name clk0 -period $clk_period

set non_clock_inputs [all_inputs -no_clocks]
set_input_delay [expr $clk_period * $clk_io_pct] -clock clk0 $non_clock_inputs
set_output_delay [expr $clk_period * $clk_io_pct] -clock clk0 [all_outputs]

===== design.v =====
module alu(
    input  wire [3:0] operator,
    input  wire [33:0] arg_a,
    input  wire [33:0] arg_b,
    input  wire [33:0] currpc,
    output reg  [33:0] nxtpc,
    output reg  [33:0] result
);
    always @* begin
        result = 0;
        nxtpc = currpc + 1;
        case (operator)
            0:   result = arg_a + arg_b;
            1:   result = arg_a - arg_b;
            2:   result = arg_a * arg_b;
            3:   result = (arg_b != 0) ? arg_a / arg_b : 0;
            5:    result = (arg_a < arg_b);
            6:    result = (arg_a > arg_b);
            7:   result = (arg_a <= arg_b);
            8:   result = (arg_a >= arg_b);
            9:    result = (arg_a == arg_b);
            10:   result = (arg_a != arg_b);
            11,
            12,
            14,
            13,
            15: result = arg_a;
            4: begin
                result = arg_a == 0 ? currpc : 0;
                nxtpc = (arg_a == 0) ? arg_b : currpc + 1;
            end
				default: result = 0;
        endcase
    end
endmodule

===== run.sh =====
#!/bin/bash
# OpenROAD 26Q1-2900-gdf79404cd8, Yosys 0.63+post, stock flow scripts
make -C /OpenROAD-flow-scripts/flow DESIGN_CONFIG=/design/flow/config.mk WORK_HOME=/design/flow/orfs finish

==> commit_impl_results.txt <==
Add synthesis and place-and-route results

* Result of the run: complete, no violations
- Summed over all layers, the global routing overflow is 0.
- In the final layout, the share of cells above drive strength 1 is 6.44%.
- Number of nets with antenna violations after routing: 0
- Critical path endpoint category: primary output
- In the finished design the tool counted flip-flops and latches totalling 0.
- The report gives the cell count of the worst hold path as 5.
- Leakage dissipation: 28.4 nW
- Max Freq: 4.79 MHz
- Tally of buffers added on design ports: 174
- Number of instances in the synthesized netlist: 7708
- STA shows the worst min-delay path finishing at nxtpc[0].
- FF+latch area: 0 um2
* Hold_ws: 117.92 ns
- The final timing summary puts the cycle share of the worst path at 71.4%.
- The worst VDD IR drop from the latest analysis is 0.0000539 V.
* Antenna violations before repair: 22
- Before placement the cells fill 40.5% of the core.
* Total number of vias: 59300
- Per the layout area report, the combinational gate area comes to 51300 um2.
- Largest stage delay on the critical path: 0.96 ns
- PD cells: 12.0 nW/um2
* Core region area: 136000 um2
- Final HPWL from detailed placement: 222000 um
- STA classifies the critical path startpoint as an input pin.
- The area fraction of the largest cell type after synthesis is 18.2%.
* Yosys-reported design area after synthesis: 55200 um2
- The min-delay analysis places its worst path in the category input pin to primary output.
* First-pass iteration count of the detailed router: 6
* Final weighted congestion of routability-driven global placement: 1.10
- Final setup violation count: 0
* Total detailed-routing wirelength: 276000 um
* Total cell area at the placement stage: 59800 um2
- Largest fanout on the critical path: 40
- Sw Share: 62.9%
* Die Y-Extent: 374 um
- NetSw: 453 uW
- Final slew viol count: 0
- Crit Path Class: input pin to primary output
* Die X: 374 um
- OpenSTA, run right after detailed placement, puts the worst setup slack at 85.83 ns.
- The number of global-route vias before repair was 56400.
- Layout clock buffer count: 0
- The worst-case max-slew headroom was logged as 10.4%.
* Largest net degree at the start of global routing: 58
- Layout overhead on the synthesized area: 8.29%
- Power comes to 720 uW.
- Count of different cell masters after synthesis: 99
- In the final layout, the fill cell count is 13900.
- Number of setup buffers added after CTS: 0
* Cells in synth_stat.txt: 7708
* Data arrival at the endpoint of the critical path: 150.15 ns
- The first global-routing pass estimated 394000 um of wire.
* Global-route usage over all layers: 39.9%
- At the end of the flow the core is filled with cells to 43.9%.
- Count of tool warnings: 69
* First-iteration detailed-routing DRC count: 5741
- The slowest stage of the critical path belongs to the cell sky130_fd_sc_hd__nor3_1.
- Summed over all failing endpoints, the final setup total negative slack is 0 ns.
* Count of unresolved DRC violations after routing: 0
* Count of yosys warnings during synthesis: 1
- After synthesis, the cell types taking the most area are sky130_fd_sc_hd__ha_1, sky130_fd_sc_hd__fa_1, sky130_fd_sc_hd__nand2_1, sky130_fd_sc_hd__xnor2_1, sky130_fd_sc_hd__inv_1.
* Die outline area: 140000 um2
* Setup repair after global routing missed its margin: false
* Final critical-path setup slack: 83.53 ns
* Post-CTS Hold Fix Bufs: 0
* Cell Int Power: 267 uW
- I/O pin total: 174
* Detailed-route vias per instance: 6.19
- Cell area after synthesis: 55200 um2
- Average cell area after synthesis: 7.17 um2
- Number of cells in the design after placement: 9570
- Sequential cells were found to cover 0% of the synthesized design area.
* CP Data Required Time: 233.68 ns
- Worst hold start: arg_b[0]
- Post-Layout Inst Area: 59800 um2
* Worst Setup SP: arg_b[18]
- Max-capacitance violation count: 0
- Post-cts resize count: 0
- The finished layout holds 9575 standard cells, fillers aside.
* Min cycle time layout: 208.57 ns
- Most Frequent Cell on Critical Path: sky130_fd_sc_hd__ha_1
- # rows: 135
- Cell type with the highest aggregate area in the netlist: sky130_fd_sc_hd__ha_1
- Counting endpoints that fail hold in the final report gives 0.
- After detailed routing, the average wire length per cell comes to 28.9 um.
- The transition time recorded at the tightest slew-check pin is 1.33 ns.
[power groups by stage]
stage | combinational [mW] | clock [mW] | sequential (mW)
after CTS | 0.692 | 0 | 0
after global routing | 0.788 | 0 | 0
[logic make-up (layout without fill, tap and decap cells)]
| kind of cell | count (synthesis) | in the layout | share of synthesized area [%] |
|---|---|---|---|
| buffers and inverters | 1084 | 1165 | 7.40 |
| AND/OR/NAND/NOR | 2681 | 2681 | 22.4 |
| multiplexers | 125 | 125 | 2.46 |
| AND-OR/OR-AND | 2013 | 2013 | 24.1 |
| other | 0 | 5 | 0 |
| XOR/XNOR | 534 | 534 | 8.47 |
| adder cells (fa/ha/maj) | 1271 | 1271 | 35.2 |
[area by class of cell]
class,instances,share of cell area (%)
repair buffers,406,5.78
multi-input cells,6624,85.7
well taps,1781,3.73
diodes,5,0.0209
inverters,759,4.76
[synth_stat cells, types with 29 or more instances]
master / number
sky130_fd_sc_hd__a211oi_1: 60
sky130_fd_sc_hd__a21o_1: 220
sky130_fd_sc_hd__a21oi_1: 562
sky130_fd_sc_hd__a221oi_1: 42
sky130_fd_sc_hd__a31oi_1: 96
sky130_fd_sc_hd__and2_1: 128
sky130_fd_sc_hd__and3_1: 57
sky130_fd_sc_hd__buf_1: 41
sky130_fd_sc_hd__clkbuf_1: 272
sky130_fd_sc_hd__fa_1: 469
sky130_fd_sc_hd__ha_1: 802
sky130_fd_sc_hd__inv_1: 757
sky130_fd_sc_hd__mux2_2: 84
sky130_fd_sc_hd__mux2i_1: 41
sky130_fd_sc_hd__nand2_1: 977
sky130_fd_sc_hd__nand2b_1: 73
sky130_fd_sc_hd__nand3_1: 140
sky130_fd_sc_hd__nand4_1: 55
sky130_fd_sc_hd__nor2_1: 723
sky130_fd_sc_hd__nor2b_1: 81
sky130_fd_sc_hd__nor3_1: 196
sky130_fd_sc_hd__nor4_1: 29
sky130_fd_sc_hd__o211ai_1: 72
sky130_fd_sc_hd__o21a_1: 161
sky130_fd_sc_hd__o21ai_0: 320
sky130_fd_sc_hd__o21bai_1: 61
sky130_fd_sc_hd__o22ai_1: 31
sky130_fd_sc_hd__o31ai_1: 45
sky130_fd_sc_hd__or2_2: 58
sky130_fd_sc_hd__or3_1: 71
sky130_fd_sc_hd__xnor2_1: 335
sky130_fd_sc_hd__xor2_1: 199
[worst max path at each step]
stage / to / depth (start not counted)
CTS: result[0] / 316
global route: result[0] / 316
finish: result[0] / 315
[layout by cell type, fill, tap and decap left out, types with 73 or more instances in the layout]
cell                              count
sky130_fd_sc_hd__nor2b_1             80
sky130_fd_sc_hd__and2_1             128
sky130_fd_sc_hd__fa_1               469
sky130_fd_sc_hd__o21a_1             161
sky130_fd_sc_hd__nor2_1             720
sky130_fd_sc_hd__xor2_1             199
sky130_fd_sc_hd__mux2_2              84
sky130_fd_sc_hd__ha_1               802
sky130_fd_sc_hd__clkdlybuf4s50_1    166
sky130_fd_sc_hd__nand2_1            977
sky130_fd_sc_hd__nand3_1            140
sky130_fd_sc_hd__nor3_1             195
sky130_fd_sc_hd__o21ai_0            317
sky130_fd_sc_hd__buf_4              231
sky130_fd_sc_hd__nand2b_1            73
sky130_fd_sc_hd__a21o_1             220
sky130_fd_sc_hd__xnor2_1            335
sky130_fd_sc_hd__inv_1              745
sky130_fd_sc_hd__a21oi_1            559
sky130_fd_sc_hd__a31oi_1             94
[routing by layer]
metal / GRT usage (%) / wire length, um / vias to the layer above
li1: - / - / 27000
met1: 56.3 / 117000 / 28300
met2: 55.7 / 111000 / 3345
met3: 15.9 / 35500 / 591
met4: 13.2 / 12000 / 36
met5: 2.33 / 747 / -
[worst max-delay path, delay by kind of cell]
kind,cells,cell delay (ns)
adders and majority gates,33,11.08
and+or+nand+nor,80,22.08
muxes,7,2.72
buffers and inverters,27,6.95
AOI/OAI and AO/OA,168,48.58
Power and IR drop assume default switching activity.
