==> ./design.v <==
module lcd(clock, ascii, ready, consume, lcd_rs, lcd_en, lcd_rw, lcd_data);
input clock, consume;
input [7:0] ascii;
output lcd_rs, lcd_en, lcd_rw;
output reg ready;
inout [7:0] lcd_data;
parameter
HOLD = 4'h0,
FUNC_SET = 4'h1,
DISPLAY_ON = 4'h2,
MODE_SET = 4'h3,
WRITE = 4'h4,
LINE2 = 4'h5,
RETURN_HOME = 4'h6,
DROP_LCD_EN = 4'h7,
RESET1 = 4'h8,
RESET2 = 4'h9,
RESET3 = 4'ha,
DISPLAY_OFF = 4'hb,
DISPLAY_CLEAR = 4'hc,
WAIT = 4'hd;
reg [3:0] state, next_command;
reg [7:0] ldc_data_value;
reg [19:0] CLK_COUNT_400HZ;
reg [4:0] CHAR_COUNT;
reg CLK_400HZ, lcd_rw_int, lcd_en, lcd_rs;
assign lcd_data = (lcd_rw_int? 8'bZZZZZZZZ: ldc_data_value);
assign lcd_rw = lcd_rw_int;
always @(posedge clock)
	if (CLK_COUNT_400HZ < 20'h0F424)
	begin
	   CLK_COUNT_400HZ <= CLK_COUNT_400HZ + 1'b1;
	end
	else
	begin
	  CLK_COUNT_400HZ <= 20'h00000;
	  CLK_400HZ <= ~CLK_400HZ;
	end
always @(posedge CLK_400HZ)
	case (state)
	RESET1:			
	begin
      ready <= 0;
	  lcd_en <= 1'b1;
	  lcd_rs <= 1'b0;
	  lcd_rw_int <= 1'b0;
	  ldc_data_value <= 8'h38;
	  state <= DROP_LCD_EN;
	  next_command <= RESET2;
	  CHAR_COUNT <= 5'b00000;
	end
	RESET2:
	begin
	  lcd_en <= 1'b1;
	  lcd_rs <= 1'b0;
	  lcd_rw_int <= 1'b0;
	  ldc_data_value <= 8'h38;
	  state <= DROP_LCD_EN;
	  next_command <= RESET3;
	end
	RESET3:
	begin
	  lcd_en <= 1'b1;
	  lcd_rs <= 1'b0;
	  lcd_rw_int <= 1'b0;
	  ldc_data_value <= 8'h38;
	  state <= DROP_LCD_EN;
	  next_command <= FUNC_SET;
	end
	FUNC_SET:
	begin
	  lcd_en <= 1'b1;
	  lcd_rs <= 1'b0;
	  lcd_rw_int <= 1'b0;
	  ldc_data_value <= 8'h38;
	  state <= DROP_LCD_EN;
	  next_command <= DISPLAY_OFF;
	end
	DISPLAY_OFF:
	begin
	  lcd_en <= 1'b1;
	  lcd_rs <= 1'b0;
	  lcd_rw_int <= 1'b0;
	  ldc_data_value <= 8'h08;
	  state <= DROP_LCD_EN;
	  next_command <= DISPLAY_CLEAR;
	end
	DISPLAY_CLEAR:
	begin
	  lcd_en <= 1'b1;
	  lcd_rs <= 1'b0;
	  lcd_rw_int <= 1'b0;
	  ldc_data_value <= 8'h01;
	  state <= DROP_LCD_EN;
	  next_command <= DISPLAY_ON;
	end
	DISPLAY_ON:
	begin
	  lcd_en <= 1'b1;
	  lcd_rs <= 1'b0;
	  lcd_rw_int <= 1'b0;
	  ldc_data_value <= 8'h0C;
	  state <= DROP_LCD_EN;
	  next_command <= MODE_SET;
	end
	MODE_SET:
	begin
	  lcd_en <= 1'b1;
	  lcd_rs <= 1'b0;
	  lcd_rw_int <= 1'b0;
	  ldc_data_value <= 8'h06;
	  state <= DROP_LCD_EN;
	  next_command <= WAIT;
	end
    WAIT:
    begin
        state <=  ~consume ? WAIT :
                  ascii == 255 ? RESET1 :
                  WRITE;
        ready <=  ~consume;
    end
	WRITE:
	begin
	  state <= DROP_LCD_EN;
	  lcd_en <= 1'b1;
	  lcd_rs <= 1'b1;
	  lcd_rw_int <= 1'b0;
	  if (ascii[7:4] != 4'h0)
		ldc_data_value <= ascii;
	  else if (ascii[3:0] >9)
		 ldc_data_value <= {4'h4,ascii[3:0]}; 
	  else
		 ldc_data_value <= {4'h3,ascii[3:0]};
	  if ((CHAR_COUNT < 31) && (ascii != 8'hFE))
	     CHAR_COUNT <= CHAR_COUNT + 1'b1;
	  else
	     CHAR_COUNT <= 5'b00000; 
	  if (CHAR_COUNT == 15)
	    next_command <= LINE2;
	  else if ((CHAR_COUNT == 31) || (ascii == 8'hFE))
	    next_command <= RETURN_HOME;
	  else
	    next_command <= WAIT;
	end
	LINE2:
	begin
	  lcd_en <= 1'b1;
	  lcd_rs <= 1'b0;
	  lcd_rw_int <= 1'b0;
	  ldc_data_value <= 8'hC0;
	  state <= DROP_LCD_EN;
	  next_command <= WAIT;
	end
	RETURN_HOME:
	begin
	  lcd_en <= 1'b1;
	  lcd_rs <= 1'b0;
	  lcd_rw_int <= 1'b0;
	  ldc_data_value <= 8'h80;
	  state <= DROP_LCD_EN;
	  next_command <= WAIT;
	end
	DROP_LCD_EN:
	begin
	  lcd_en <= 1'b0;
	  state <= HOLD;
	end
	HOLD:
	begin
	  state <= next_command;
	end
	endcase
endmodule
==> ./run.sh <==
#!/bin/bash
# OpenROAD 26Q1-2900-gdf79404cd8, Yosys 0.63+post, stock flow scripts
make -C /OpenROAD-flow-scripts/flow DESIGN_CONFIG=/design/flow/config.mk WORK_HOME=/design/flow/orfs finish
==> ./config.mk <==
export PLATFORM = sky130hd
export DESIGN_NAME = lcd
export DESIGN_NICKNAME = lcd
export VERILOG_FILES = /design/flow/design.v
export SDC_FILE = /design/flow/constraint.sdc
export NUM_CORES = 4
export LEC_CHECK = 1
export CORE_UTILIZATION = 30
==> ./constraint.sdc <==
current_design lcd

set clk_period 2.9
set clk_io_pct 0.2

create_clock -name clk0 -period $clk_period [get_ports {clock}]

set non_clock_inputs [all_inputs -no_clocks]
set_input_delay [expr $clk_period * $clk_io_pct] -clock clk0 $non_clock_inputs
set_output_delay [expr $clk_period * $clk_io_pct] -clock clk0 [all_outputs]
==> run_results.csv <==
group,metric,value,unit
final_timing,clock_skew,0.003090,ns
cts,clk_pin_slew,0.07,ns
synth,synthAdderAreaFrac,2.767,%
synth,synth-async-reset-ratio,0,%
power,pwrdens,246.9,nW/um2
setup_path,path_cells,"or3_1 -> a21oi_2 -> o21ai_2",
setup_path,timing.setup.critical_path_class,"reg2reg",
finish,lay_top_count,"nor2_1",
drt,antenna_left,0,
die,initial_core_util,31.43,%
hold_path,hold_class,"reg2reg",
die,die.size.x,87.07,um
synth,yosysUniqueCellTypes,47,
run,warning_count,26,
cts,post_cts.resized_instances,0,
placed_design,gp_congestion,0.7882,
setup_path,timing.critical_path.from_type,"register",
final_timing,tcrit_tclk_final,57.27,%
cts,cts_root_buffer,"clkbuf_8",
placed_design,port-buffer-count,12,
synth,post_synth_xor_area_fraction,7.262,%
global_route,wire_length_of_the_first_global_routing_pass,6099,um
drt,route.vias.total,1485,
die,design.core.area,6907,um2
synth,post_synth_inst_count,217,
cts,postCtsSetupBuffers,0,
drt,detail_route.wirelength,3499,um
die,fp-row-count,30,
final_timing,setup_tns,0,ns
global_route,maximum_number_of_pins_on_one_net_before_global_route_repair,26,
final_timing,unclocked_regs,24,
setup_path,path_max_fanout,17,
synth,top_flip_flop_cell_by_instance_count_after_synthesis,"edfxtp_1",
die,chipArea,7580,um2
drt,drc,0,
final_timing,final_min_period,1.661,ns
cts,tritoncts,"built",
final_timing,untimed_endpoints,59,
setup_path,worst-endpoint-arrival,1.55,ns
placed_design,hpwl,2576,um
setup_path,crit_path_max_incr_delay,0.58,ns
final_timing,fmaxAchievable,0.6021,GHz
synth,muxShareOfSynthArea,0.9222,%
setup_path,worst-endpoint-required,2.79,ns
power,cellLeakagePower,0.7712,nW
global_route,groute.usage.overall,10.11,%
global_route,globalRoute.totalOverflow,0,
synth,synth.ff_latch_count,45,
final_timing,worst-slew-pin-transition,0.7012,ns
cts,cts-root-to-sink-buffers,2,
finish,flop_area,1151,um2
synth,post_synth.cell_area_avg,10.00,um2
synth,synthesis.area,2171,um2
die,ioPinCount,22,
outcome,outcome,"finished, final reports clean",
final_timing,final_hold_viol_count,0,
global_route,first_global_vias,1337,
power,ir_drop,0.2716,mV
synth,logic_family,"simple AND/OR/NAND/NOR gates",
finish,num-fill-cells,716,
setup_path,kind_of_capture_point_of_the_worst_setup_path,"register",
die,dieHeight,87.07,um
synth,synth-simple-area-share,21.27,%
synth,synth-area-yosys,2171,um2
drt,drt-vias-per-instance,4.598,
drt,antennaDiodeCount,0,
drt,firstDrtPassIters,4,
final_timing,maxSlewHeadroom,53.25,%
run,number_of_maximum_capacitance_violations,0,
synth,post_synth_ao_oa_area_fraction,9.625,%
finish,logic_area,927.1,um2
finish,layout_top_cells_excl_fill_tap,"nor2_1, edfxtp_1, dfxtp_1, inv_1, nand2_1",
synth,yosysWarnings,2,
cts,ctsHtreeMaxLevel,1,
setup_path,max_stage_delay_cell_worst_path,"o21ai_2",
finish,finish.utilization,34.98,%
finish,drive_gt1_share,4.405,%
final_timing,setup-violations-final,0,
global_route,antenna_violations_before_repair,0,
finish,area_delta_synth_final,11.30,%
cts,clock_buffers_created_by_tritoncts,3,
final_timing,slew_viol_final,0,
synth,synth-edff-count,25,
cts,worstSkewPairLatency,0.26,ns
drt,drt_iter0_markers,50,
cts,holdBufCountCts,0,
synth,synth-cells-yosys,217,
synth,sequential_share_of_the_synthesized_area,53.03,%
drt,wire_per_inst,10.83,um
final_timing,unrepaired_setup_endpoints_after_global_routing,"false",
flip-flops by register name, indices dropped and copies added, names as in the netlist:
register,count
CLK_COUNT_400HZ,20
lcd_data,8
CHAR_COUNT,5
next_command,4
state,4
CLK_400HZ,1
lcd_en,1
lcd_rs,1
ready,1
synth_stat cells, types with 3 or more instances:
cell type  number  area [um2]
nand3_1        11       55.05
a21oi_1         6       30.03
buf_2           5       25.02
o21a_1          3       22.52
nand2_1        13       48.80
nand4_1         5       31.28
edfxtp_1       25       750.7
xnor2_1        12       105.1
nor2_1         32       120.1
nor3_1          4       20.02
a31oi_1         4       25.02
dfxtp_1        20       400.4
ha_1            4       50.05
inv_1          14       52.55
nor4_1          7       43.79
xor2_1          6       52.55
nand2b_1        3       18.77
o21ai_0         7       35.03
final cells by class:
class                   instances  area share (%)
flip-flops and latches         45           47.64
multi-input cells             152           38.37
repair buffers                 12           4.972
well taps                      96           4.972
inverters                      14           2.175
clock buffers                   4           1.864
worst max-delay path, delay by kind of cell, from the launching register on:
family,cells,cell delay (ns)
AND/OR/NAND/NOR,1,0.17
flip-flops,1,0.48
AND-OR/OR-AND,2,0.64
logic make-up (layout without fill, tap and decap cells):
logic type	Yosys count	count (layout)
AND/OR/NAND/NOR	90	90
flip-flops	45	45
XOR/XNOR	18	18
adder cells (fa/ha/maj)	5	5
buffers and inverters	24	30
multiplexers	2	2
other	1	5
AND-OR/OR-AND	32	32
worst paths after layout:
| check | startpoint | end | slack, ns | depth (start not counted) |
|---|---|---|---|---|
| setup / recovery | CLK_COUNT_400HZ[2] | CLK_400HZ | 1.24 | 3 |
| hold / removal | CLK_COUNT_400HZ[0] | CLK_COUNT_400HZ[0] | 0.46 | 1 |
| setup reg to reg | CLK_COUNT_400HZ[2] | CLK_400HZ | 1.24 | 3 |
| hold reg to reg | CLK_COUNT_400HZ[0] | CLK_COUNT_400HZ[0] | 0.46 | 1 |
through the flow:
stage	instances	setup WS (ns)	total power (W)	instance area (um2)	hold WS [ns]
final	323	1.239	0.0005965	2416	0.4611
after global routing	323	1.130	0.0006141	2416	0.5028
after CTS	323	1.223	0.0006006	2416	0.4666
after detailed placement	319	1.248	0.0004185	2371	0.4502
after global placement	319	1.229	0.0004176	2371	0.4356
after floorplan	221	1.412	0.0003950	2186	0.4254
routing by layer:
metal  global-route usage, %  share of wire (%)  up-vias
met5                       0                  0        -
met3                   1.346                3.8        5
met4                   1.364                1.1        0
met1                   15.92                 52      670
met2                   15.75                 43       29
li1                        -                  -      781
power breakdown:
group          switching (W)  internal (W)
Combinational      0.0000117     0.0000133
Clock              0.0000879     0.0000977
Sequential         0.0000162      0.000370
Total               0.000116      0.000481
Power is estimated from default activity; no workload was simulated.
