==> design/flow/run.sh <==
#!/bin/bash
# OpenROAD 26Q1-2900-gdf79404cd8, Yosys 0.63+post, stock flow scripts
make -C /OpenROAD-flow-scripts/flow DESIGN_CONFIG=/design/flow/config.mk WORK_HOME=/design/flow/orfs finish
==> design/flow/config.mk <==
export PLATFORM = sky130hd
export DESIGN_NAME = ssd
export DESIGN_NICKNAME = ssd
export VERILOG_FILES = /design/flow/design.v
export SDC_FILE = /design/flow/constraint.sdc
export NUM_CORES = 4
export LEC_CHECK = 1
export CORE_UTILIZATION = 50
==> design/flow/constraint.sdc <==
current_design ssd

set clk_period 26.2
set clk_io_pct 0.2

create_clock -name clk0 -period $clk_period [get_ports {clock}]

set non_clock_inputs [all_inputs -no_clocks]
set_input_delay [expr $clk_period * $clk_io_pct] -clock clk0 $non_clock_inputs
set_output_delay [expr $clk_period * $clk_io_pct] -clock clk0 [all_outputs]
==> design/flow/design.v <==
module ssd(
    input  wire [31:0] number,
    input  wire clock,
    output wire [6:0] hex0,
    output wire [6:0] hex1,
    output wire [6:0] hex2,
    output wire [6:0] hex3,
    output wire [6:0] hex4,
    output wire [6:0] hex5,
    output wire [6:0] hex6,
    output wire [6:0] hex7
);
    localparam FETCH_NUMBER = 0;
    localparam DISPLAY      = 1;
    localparam UPDATE       = 2;
    function [6:0] encode;
        input [3:0] digit;
        begin
            case(digit)
                4'd0: encode = 7'b1000000;
                4'd1: encode = 7'b1111001;
                4'd2: encode = 7'b0100100;
                4'd3: encode = 7'b0110000;
                4'd4: encode = 7'b0011001;
                4'd5: encode = 7'b0010010;
                4'd6: encode = 7'b0000010;
                4'd7: encode = 7'b1111000;
                4'd8: encode = 7'b0000000;
                4'd9: encode = 7'b0010000;
                default: encode = 7'b1111111;
            endcase
        end
    endfunction
    reg [6:0] displays [7:0];
    initial begin
        displays[0] = 7'b1111111;
        displays[1] = 7'b1111111;
        displays[2] = 7'b1111111;
        displays[3] = 7'b1111111;
        displays[4] = 7'b1111111;
        displays[5] = 7'b1111111;
        displays[6] = 7'b1111111;
        displays[7] = 7'b1111111;
    end
    assign hex0 = displays[0];
    assign hex1 = displays[1];
    assign hex2 = displays[2];
    assign hex3 = displays[3];
    assign hex4 = displays[4];
    assign hex5 = displays[5];
    assign hex6 = displays[6];
    assign hex7 = displays[7];
    reg [1:0] state = FETCH_NUMBER;
    reg [31:0] displaying = 0;
    reg [2:0] focus = 0;
    always @(posedge clock) begin
        case (state)
            FETCH_NUMBER: begin
                displaying <= number;
                focus <= 0;
                state <= DISPLAY;
            end
            DISPLAY: begin
                displays[focus] <= encode(displaying % 10);
					 case (focus)
						7: state <= FETCH_NUMBER;
						default: state <= UPDATE;
					 endcase
            end
            UPDATE: begin
                displaying <= displaying / 10;
                focus <= focus + 1;
					 state <= DISPLAY;
            end
        endcase
    end
endmodule
==> impl_metrics.toml <==
# physical design summary
[power_and_ir_drop]
clkPwrFrac_pct = 44.5
ir_drop_mv = 0.0296
seqPwrFrac_pct = 53.8
pwr-share-comb_pct = 1.7
internal_power_w = 0.000234
power.density_nw_per_um2 = 31.2
power.switching_w = 0.0000654
p_leak_nw = 3.38
swShare_pct = 21.9

[critical_path]
path_class = "flip-flop to flip-flop"
cp_top_family = "simple AND/OR/NAND/NOR gates"
crit_path_start = "displaying[31]"
rr_startpoint = "displaying[31]"
critPathMaxStageDelay_ps = 610
required_ps = 26270
crit_top_cell = "nor2_1"
worst_setup_path_end_kind = "flip-flop"
reg2reg_slack_ps = 12680
r2r_cells = 40
worstPathBufferInverterCount = 1
r2r-end = "displays[1][1]"
worstSetupStartpointType = "flip-flop"
cp.depth = 40
cp_slowest_cell = "edfxtp_1"
path_max_fanout = 20
crit_path_end = "displays[1][1]"
worstPathArrival_ps = 13580

[floorplan]
io_pins = 89
fp-utilization_pct = 51.3
die_height_um = 132
core_area_um2 = 16600
chipArea_um2 = 17600
die_x_um = 132
rows = 47

[final_timing]
period_used_pct = 51.6
skew_ps = 17.5
setup_slack_ps = 12680
setup_tns_ps = 0
relSlewSlack_pct = 51.5
whs_ps = 657
worstMarginPinSlew_ps = 726
finalHoldViolations = 0
setup_violations = 0
max_freq_mhz = 74.0
period_needed_ps = 13520
rsz0062_at_grt = "false"
drv_slew = 0

[clock_network]
cts_tree = "done"
cts-root-buf = "clkbuf_16"
clock-sinks = 93
clk_pin_slew_worst_paths_ps = 70
clkLatencyLatePin_ps = 360
cts_resized = 0
cts_inserted_buffers = 9
post_cts_buffers = 0
cts_max_level = 3
clockBufferDepth = 2
holdBufCountCts = 0

[synth]
async_flop_share_pct = 0
yosys.area.top_type = "edfxtp_1"
synth.cell_area_um2 = 8510
synthTopCellsByCount = "93 x edfxtp_1, 90 x nand2_1, 83 x nor2_1"
yosysWarnings = 1
synth-edff-count = 93
synth_top_area_share_pct = 32.8
syn_avg_cell_area_um2 = 8.79
flop_cell = "edfxtp_1"
synthCells = 968
ys_cells = 968
synthMostInstantiatedCell = "edfxtp_1"
area_leaders = "edfxtp_1 33%, o21ai_0 4.5%, nand2_1 4.0%, nor2_1 3.7%, a21oi_1 2.6%"
ys_chip_area_um2 = 8510
ys_types = 117
ys_seq_share_pct = 32.8
ys.flops = 93

[detailed_routing]
drt.antenna.violating_nets = 0
drt-pass1-iter-count = 5
wl_per_cell_um = 17.9
routed_wirelength_um = 21900
antenna-diode-count = 0
drt_iter0_markers = 802
via_per_inst = 6.55
drc = 0
via_count = 8022

[outcome]
outcome = "complete, no violations"

[global_routing]
grt_pass1_wl_um = 35600
grt_start_max_net_pins = 41
grt_pass1_vias = 7001
grtUsageTotal_pct = 25.7
gr-total-overflow = 0
antenna_found_initial = 0

[placement]
port_buffers = 88
post-place-ws_ps = 12940
place_area_um2 = 9270
dpl.hpwl_um = 15700
gp_congestion = 0.935

[run]
warning_count = 30
drv_cap = 0

[cells_and_area]
drive_above_1_share_pct = 8.36
area_growth_pct = 12.6
stdcell_area_um2 = 9580
fin_util_pct = 57.8

[worst_hold_path]
hold_start = "state[0]"
holdCritPathClass = "flip-flop to flip-flop"
flip-flops by register name, summed over array words and instances, names as in the netlist:
register,count
displays,56
displaying,32
focus,3
state,2
cells in the final DEF (no fill, tap or decap), types with 7 or more instances in the layout:
master / Yosys / routed
nand2_1: 90 / 89
a31oi_1: 10 / 10
a211oi_1: 21 / 21
o221ai_1: 7 / 7
a311oi_1: 7 / 7
and2_1: 12 / 12
o211ai_1: 18 / 18
a2111oi_0: 7 / 7
mux2i_1: 18 / 18
o31ai_1: 12 / 12
o2111ai_1: 9 / 9
a21oi_1: 44 / 44
xnor2_1: 14 / 14
nor3_1: 34 / 34
o22ai_1: 8 / 8
a21o_1: 8 / 8
and3_1: 16 / 16
clkdlybuf4s50_1: 0 / 88
clkbuf_16: 0 / 9
nand4_1: 16 / 16
ha_1: 7 / 7
or3_1: 8 / 8
o21ai_0: 76 / 76
nor4_1: 12 / 12
edfxtp_1: 93 / 93
nor2_1: 83 / 83
inv_1: 29 / 29
nand2b_1: 9 / 9
nand3_1: 29 / 29
o21a_1: 12 / 12
cell type report:
type,count,area (µm²)
Fill cell,1408,7000
Multi-Input combinational cell,769,5150
Sequential cell,93,2790
Timing Repair Buffer,93,918
Tap cell,220,275
Clock buffer,9,225
Inverter,34,128
Clock inverter,7,91.3
cell families after synthesis:
| group | Yosys count | synth area share (%) |
|---|---|---|
| AOI/OAI and AO/OA | 354 | 31.8 |
| DFF | 93 | 32.8 |
| buffers and inverters | 106 | 6.70 |
| and+or+nand+nor | 362 | 22.0 |
| muxes | 23 | 2.95 |
| adders and majority gates | 13 | 1.78 |
| xor gates and xnor gates | 17 | 2.00 |
worst min-delay path by stage:
stage | cells after the start | endpoint | slack [ps]
final | 1 | state[1] | 660
after global routing | 1 | state[1] | 690
after CTS | 1 | state[1] | 660
power groups by stage:
stage / registers (W) / clock network (W) / logic [W]
4_1_cts: 0.000161 / 0.000137 / 0.00000512
5_1_grt: 0.000161 / 0.000142 / 0.00000534
6_report: 0.000161 / 0.000133 / 0.00000509
per-stage QoR:
stage,instances,total power [W]
after floorplan,968,0.000164
after global placement,1209,0.000169
after detailed placement,1209,0.000169
after CTS,1225,0.000303
after global routing,1225,0.000308
final,1225,0.000299
worst register-to-register path, delay by kind of cell (launching register included):
kind	cells	cell delay (ps)
multiplexers	1	400
flip-flops	1	610
buffers and inverters	1	70
AND-OR/OR-AND	17	5590
XOR/XNOR	2	480
AND/OR/NAND/NOR	18	5790
adder cells (fa/ha/maj)	1	300
metal layers:
layer	wire length (µm)	vias up	share of wire [%]	track usage [%]
li1	-	3874	-	-
met1	10300	3757	47	42.5
met2	9720	364	44	38.0
met3	1620	27	7.4	4.80
met4	293	0	1.3	3.38
met5	0	-	0	0
Power is estimated from default activity; no workload was simulated.
